==> flow/design.v <==
module up_counter(
input [3:0]d_in,
input clk,rst,
output reg [3:0]count);
always@(posedge clk)
begin
if(rst)
  count <= 1'b0;
  else 
  count <= count + 1'b1;
  end
  endmodule
==> flow/run.sh <==
#!/bin/bash
# OpenROAD 26Q1-2900-gdf79404cd8, Yosys 0.63+post, stock flow scripts
make -C /OpenROAD-flow-scripts/flow DESIGN_CONFIG=/design/flow/config.mk WORK_HOME=/design/flow/orfs finish
==> flow/config.mk <==
export PLATFORM = sky130hd
export DESIGN_NAME = up_counter
export DESIGN_NICKNAME = up_counter
export VERILOG_FILES = /design/flow/design.v
export SDC_FILE = /design/flow/constraint.sdc
export NUM_CORES = 4
export LEC_CHECK = 1
export CORE_AREA = 10 10 70 70
export DIE_AREA = 0 0 80 80
==> flow/constraint.sdc <==
current_design up_counter

set clk_period 1.0
set clk_io_pct 0.2

create_clock -name clk0 -period $clk_period [get_ports {clk}]

set non_clock_inputs [all_inputs -no_clocks]
set_input_delay [expr $clk_period * $clk_io_pct] -clock clk0 $non_clock_inputs
set_output_delay [expr $clk_period * $clk_io_pct] -clock clk0 [all_outputs]
==> ci_impl_report.md <==
### Flow metrics

| Metric | Value |
|---|---|
| Status | `completed` |
| TritonRoute pass-1 iters | `2` |
| Top Layout Cells | `buf_4, dfxtp_2, clkdlybuf4s15_1` |
| Post-Synthesis Cells | `13` |
| Delay-heaviest family, CP | `flip-flops` |
| Finished Layout Cells | `73` |
| Core area | `3420 um^2` |
| Yosys cell types | `7` |
| Ports | `10` |
| CP Launch Type | `register` |
| TritonCTS Sinks | `4` |
| GRT Residual Overflow | `0` |
| Drt initial violations | `2` |
| Post-Syn Area per Cell | `11.2 um^2` |
| Slew HR | `91.9%` |
| Wire per inst | `between 6 and 7 um` |
| PortBufs | `5` |
| Vias per cell | `around 1.9` |
| Area fraction in compound gates | `0%` |
| Yosys warns | `1` |
| Simple-Gate Fraction of Synth Area | `19.8%` |
| Worst EP required | `1.13 ns` |
| Final Cycle Share | `95.4%` |
| P&R area growth vs syn | `122%` |
| PnR worst setup slack | `about 0.046 ns` |
| Chip Area | `6400 um^2` |
| Hold path depth | `2` |
| Clk buf depth | `2` |
| Die width | `approximately 80 um` |
| Min Tclk post-route | `0.954 ns` |
| Seq share, synth | `55.2%` |
| Clock-pin slew on the worst setup and hold paths | `0.04 ns` |
| Post-Route Setup TNS | `0 ns` |
| Cell area power density | `1380 nW/um^2` |
| FP Util | `4.25%` |
| Synth Area in Adders | `under 10%` |
| Fin. max-slew vios | `0` |
| Clock latency (worst-skew pair) | `0.24 ns` |
| Max Cap Violations | `0` |
| Setup WS pre-CTS | `-0.131 ns` |
| Max Clock Skew | `approximately 0.006 ns` |
| Dpl cells | `69` |
| Dominant combinational family | `simple AND/OR/NAND/NOR gates` |
| Synthesis area per yosys | `145 um^2` |
| H-Tree Depth | `1` |
| Die height | `80 um` |
| Setup Buffers After CTS | `0` |
| Max Freq | `1.05 GHz` |
| Hold Crit Class | `register to register` |
| Hold Startpoint | `count[0]` |
| Setup crit end kind | `register` |
| Static leakage | `0.000125 uW` |
| Vias | `roughly 140` |
| Worst-case vdd ir drop | `between 0.2 and 0.3 mV` |
| Initial antenna violation count | `0` |
| Hold Violations, Final | `0` |
| Worst Path Buf+Inv | `1` |
| Worst EP arrival | `1.08 ns` |
| Critical setup path kind | `register to register` |
| Routed wire length | `between 400 and 500 um` |
| Post-route ant nets | `0` |
| Hold EP | `count[0]` |
| Reg2reg path depth | `3` |
| Final setup violation count | `0` |
| Share of layout cells above drive strength 1 | `53.8%` |
| Crit-path max FO | `2` |
| Yosys cell count | `13` |
| Top cell excl fill/tap | `buf_4` |
| Largest net degree at the start of global routing | `4` |
| DRC Markers | `0` |
| R2R Setup Slk | `0.05 ns` |
| CP cell instances | `buf_4 -> nand3_1 -> mux2_4` |
| CTS tree | `done` |
| CTS Buf Count | `3` |
| Min Hold Slack | `0.507 ns` |
| Worst-margin pin slew | `0.121 ns` |
| Top reg by flops | `count` |
| Multiplexer share | `between 10% and 20%` |
| Vias in the first global route | `~170` |
| Slowest cell delay on critical path | `0.31 ns` |
| # rows | `21` |
| Reg-to-Reg Start | `count[2]` |
| XORs/XNORs by Area | `6.03%` |
| Biggest regs | `count: 4 flops` |
| Cell area after synthesis | `~150 um^2` |
| Clock root cell | `clkbuf_4` |
| Ys flops | `4` |
| Number of warnings in the stage logs | `29` |
| Number of flip-flops in the largest register | `4` |
| Global-route wire length before repair | `745 um` |
| Worst flop-to-flop path endpoint | `count[3]` |
| Critical Path Slowest Stage Cell | `dfxtp_2` |
| GP Congestion | `0.663` |
| Aggregate global-route resource usage | `1.67%` |
-- tightest hold or removal path, cell delays in order, from the launching register on --
cell	delay [ns]
dfxtp_2	0.32
buf_4	0.11
nor2_1	0.04
-- metrics by stage --
stage | util (%) | cell area (um^2) | total power, uW
detailed placement | 8.50 | 290 | 240
global route | 9.38 | 320 | 474
global placement | 8.50 | 290 | 238
CTS | 9.19 | 314 | 452
floorplan | - | 145 | 192
finish | 9.45 | 323 | 445
-- worst max path at each step --
stage / start / endpoint / slack, ns / cells after the start
CTS: count[2] / count[2] / 0.006 / 1
global route: count[0] / count[2] / -0.02 / 4
finish: count[2] / count[3] / 0.05 / 3
-- where the power goes --
part           switching (uW)  total [uW]  internal (uW)
Combinational            17.7        56.9           39.1
Sequential               5.84         179            173
Clock                    74.8         210            135
-- synthesized netlist by cell type --
library cell,instances,share of area (%)
mux2_4,1,10
nor2b_1,2,8.6
nor2_1,3,7.8
nand3_1,1,3.4
ha_1,1,8.6
xnor2_1,1,6.0
dfxtp_1,4,55
-- per-layer routing --
layer	part of all wire [%]	track usage [%]	up-vias	wire length, um
li1	-	-	69	-
met5	0	0	-	0
met3	27	2.84	0	121
met1	44	1.53	57	199
met2	30	1.69	11	135
met4	0	0.528	0	0
-- cell type report --
type	instances	area [um^2]
fill	400	3090
timing repair buffer	10	87.6
sequential	4	85.1
multi-input combinational	9	67.6
tap	46	57.6
clock buffer	3	22.5
antenna	1	2.50
-- logic make-up (layout without fill, tap and decap cells) --
| family | after synthesis | count (layout) |
|---|---|---|
| xor gates and xnor gates | 1 | 1 |
| adders and majority gates | 1 | 1 |
| buffers and inverters | 0 | 13 |
| DFF | 4 | 4 |
| muxes | 1 | 1 |
| other | 0 | 1 |
| and+or+nand+nor | 6 | 6 |
-- timing repair --
action / in CTS / in global routing
setup endpoints to repair: 4 / 4
gates resized: 9 / 4
gates cloned: 0 / 0
hold buffers: 0 / 0
pin swaps: 0 / 1
Power and IR drop assume default switching activity.
